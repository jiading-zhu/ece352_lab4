===== ./run.sh =====
#!/bin/bash
# OpenROAD 26Q1-2900-gdf79404cd8, Yosys 0.63+post, stock flow scripts
make -C /OpenROAD-flow-scripts/flow DESIGN_CONFIG=/design/flow/config.mk WORK_HOME=/design/flow/orfs finish

===== ./config.mk =====
export PLATFORM = sky130hd
export DESIGN_NAME = ui
export DESIGN_NICKNAME = ui
export VERILOG_FILES = /design/flow/design.v
export SDC_FILE = /design/flow/constraint.sdc
export NUM_CORES = 4
export LEC_CHECK = 1
export CORE_AREA = 10 10 70 70
export DIE_AREA = 0 0 80 80

===== ./constraint.sdc =====
current_design ui

set clk_period 1.2
set clk_io_pct 0.2

create_clock -name clk0 -period $clk_period [get_ports {CLOCK_50}]

set non_clock_inputs [all_inputs -no_clocks]
set_input_delay [expr $clk_period * $clk_io_pct] -clock clk0 $non_clock_inputs
set_output_delay [expr $clk_period * $clk_io_pct] -clock clk0 [all_outputs]

===== ./design.v =====
module ui(CLOCK_50,
			 aresetN,
			 store,
			 update,
			 lda_ready,
			 x_or_y,
			 number_in,
			 x_start,
			 y_start,
			 x_end,
			 y_end,
			 start,
			 ready_led
			 );
	input CLOCK_50;
	input aresetN;
	input store;
	input update;
	input lda_ready;
	input x_or_y;
	input number_in;
	output [8:0] x_start, x_end;
	output [7:0] y_start, y_end;
	output start, ready_led;
	reg [5:0] ui_state;
	reg start_r;
	reg led_r;
	reg [8:0] xs_r, xe_r;
	reg [7:0] ys_r, ye_r;
	parameter 
				 STRT    = 6'b000000,
				 STORE_X = 6'b000001,
				 STORE_Y = 6'b000010,
				 IDLE    = 6'b000100,
				 UPDATE_V= 6'b001000,
				 MOV_STRT= 6'b010000;
	always @ (posedge CLOCK_50 or negedge aresetN) begin	
		if (!aresetN) begin
			ui_state <= STRT;
			xs_r <= 9'b000000000;
			xe_r <= 9'b000000000;
			ys_r <= 8'b00000000;
			ye_r <= 8'b00000000;
			end
		else begin
			case (ui_state)
				STRT: begin
					xs_r <= 9'b000000000;
					xe_r <= 9'b000000000;
					ys_r <= 8'b00000000;
					ye_r <= 8'b00000000;
					if (store && ~x_or_y) begin
						ui_state <= STORE_X; end
					if (store && x_or_y) begin
						ui_state <= STORE_Y; end
					else begin
						ui_state <= STRT;end 
						end
				STORE_X: begin
					xe_r <= number_in;
					ui_state <= IDLE;
					end
				STORE_Y: begin
					ye_r <= number_in;
					ui_state <= IDLE; end
				IDLE:begin
					if (store && ~x_or_y) begin
						ui_state <= STORE_X; end
					if (store && x_or_y) begin
						ui_state <= STORE_Y; end
					if (~store && update) begin
						ui_state <= UPDATE_V; end
					else begin
						ui_state <= IDLE;end  end
				UPDATE_V:begin 
					if (lda_ready) begin
						ui_state <= MOV_STRT; end
					else begin
						ui_state <= UPDATE_V; end
						end
				MOV_STRT: begin
					xs_r <= xe_r;
					ys_r <= ye_r;
					ui_state <= IDLE;
							end
				endcase
			end
	end
	always @ (*) begin
		case(ui_state)
			STRT:begin
				led_r = 1;
				start_r = 0; end
			STORE_Y:begin
				led_r = 0;
				start_r = 0;end
			STORE_X:begin
				led_r = 0;
				start_r = 0;end
			IDLE:begin
				led_r = 1;
				start_r = 0;end
			UPDATE_V: begin
				start_r = 1;
				led_r = 0;end
			MOV_STRT: begin
				start_r = 0;
				led_r = 0;end
		endcase
	end
	assign x_start = xs_r;
	assign x_end = xe_r;
	assign y_start = ys_r;
	assign y_end = ye_r;
	assign ready_led = led_r;
	assign start = start_r;
endmodule 

==> reports/qor.yml <==
vias: 301
layout.cells.most_common: "conb_1"
rsz0062_at_grt: "false"
synth_flops: 9
syn_to_final_growth_pct: 14.6
place_congestion: 0.743
startpoint: "ys_r[0]"
cpMaxStageDelayCell: "dfrtp_1"
cts_max_path_buffers: 2
path_class: "reg2out"
io_pins: 43
antennaDiodeCount: 0
dp_hpwl_um: 946
synth_warnings: 1
portBuffers: 10
viasPerCell: 2.55
regToRegStartpoint: "ui_state[0]"
ys_cells: 56
ir_worst_vdd_uv: 246
overflow: 0
grt_pass1_vias: 368
whs_ns: 0.244
nFillCells: 382
die-area_sq_um: 6400
hold_class: "in2async"
route.detailed.drc: 0
final_antenna_net_count: 0
critPathLaunchType: "flop"
log.warning_count: 25
leakage_nw: 0.341
finalSetupViolCount: 0
die_w_um: 80
drt_iter0_drc: 18
cp_max_fo: 2
detailedPlace.worstSlack_ns: -0.0360
crit_required_ns: 0.96
timing.critical_path.slowest_cell_delay_ns: 0.37
syn_area_sq_um: 556
cts_made_buffers: 3
untimed_endpoints: 4
finalCritPeriodShare: 0.904
combGateArea_sq_um: 218
dieHeight_um: 80
initial_core_util: 0.163
antenna_found_initial: 0
insertion_delay_ns: 0.25
crit_buf_inv: 1
critPathArrivalTime_ns: 0.84
cp_cell_sequence: "dlygate4sd2_1"
finalClockSkew_ns: 0.00794
rows: 21
grt_max_degree: 8
syn-instance-count: 56
cts.clk_slew.worst_paths_ns: 0.06
final_max_slew_viol_count: 0
finalWirelength_um: 1040
worst_slack_ns: 0.115
period_needed_ns: 1.08
tritoncts: "built"
finalHoldViolations: 0
grt_pass1_wl_um: 1570
p_per_area_nw_per_um2: 928
cts.hold.buffers_added: 0
maxCapViolCount: 0
core-area_sq_um: 3420
ys_types: 16
unclocked_regs: 2
htree_levels: 1
crit_family: "flip-flops"
setup_tns_ns: 0
worst_setup_path_end_kind: "output port"
root_buffer: "clkbuf_4"
status: "finished, final reports clean"
layout_top_cells: "conb_1, clkdlybuf4s50_1, dfrtp_1, clkbuf_4, buf_4"
first_pass_iters: 2
regArea_sq_um: 206
avgSynthCellArea_sq_um: 9.92
yosys_area_sq_um: 556
avgRoutedWirePerCell_um: 8.81
drive_gt1_frac: 0.167
clock.fmax_ghz: 0.922
grt_usage: 0.0289
-- what timing repair did --
action	CTS	global route
endpoints found under the setup margin	2	0
setup buffers	2	0
resized	2	0
-- per-layer routing --
layer  GRT usage  up-vias  share of wire
met2      0.0425       28           0.40
met1      0.0373      124           0.47
met4     0.00704        0          0.017
met5           0        -              0
li1            -      147              -
met3      0.0136        2           0.11
-- state kept, by name (all words and copies together) (netlist names) --
name,flops
ui_state,5
start_r,1
ys_r,1
led_r,1
ye_r,1
-- cells by family (layout without fill, tap and decap cells) --
group / after synthesis / count (layout) / synth area share
DFF: 7 / 7 / 0.318
and+or+nand+nor: 7 / 7 / 0.104
other: 1 / 32 / 0.00675
latches: 2 / 2 / 0.0541
buffers and inverters: 34 / 19 / 0.446
AOI/OAI and AO/OA: 5 / 5 / 0.0721
-- synth_stat cells --
cell,instances,share of area
buf_4,32,0.43
a22o_1,2,0.032
dfrtp_1,6,0.27
dlxtn_1,2,0.054
inv_1,2,0.014
nand2b_4,1,0.025
and2_1,1,0.011
nor3b_2,1,0.023
and3_2,1,0.014
dfstp_2,1,0.047
conb_1,1,0.0068
nor2_1,2,0.014
a211o_1,1,0.016
a21boi_0,1,0.014
nor3_2,1,0.018
o22ai_1,1,0.011
-- per-stage QoR --
step / total power [mW] / cell area [sq um] / utilization / std cells
2_1_floorplan: 0.404 / 672 / - / 87
3_3_place_gp: 0.393 / 597 / 0.175 / 112
3_5_place_dp: 0.393 / 597 / 0.175 / 112
4_1_cts: 0.607 / 637 / 0.186 / 118
5_1_grt: 0.644 / 637 / 0.186 / 118
6_report: 0.591 / 637 / 0.186 / 118
-- path summary, 6_finish.rpt --
| check | end | slack, ns | cells after the start |
|---|---|---|---|
| max | y_start[0] | 0.12 | 1 |
| max in group asynchronous | ui_state[0] | 0.67 | 1 |
| max reg2reg | ye_r[0] | 0.27 | 2 |
| min | ui_state[3] | 0.24 | 1 |
| min reg2reg | ui_state[0] | 0.51 | 1 |
| min in group clk0 | ui_state[0] | 0.51 | 1 |
-- cell type report --
type                       instances  area share
tap                               46      0.0904
multi-input combinational         44       0.342
inverter                           2      0.0118
clock inverter                     1     0.00786
clock buffer                       3      0.0354
timing repair buffer              13       0.189
sequential                         9       0.324
-- power by group --
| part | switching (mW) | total [mW] | internal [mW] | leakage (nW) |
|---|---|---|---|---|
| Sequential | 0.0170 | 0.294 | 0.277 | 0.109 |
| Clock | 0.0848 | 0.206 | 0.122 | 0.0177 |
| Combinational | 0.0309 | 0.0911 | 0.0602 | 0.214 |
Power and IR drop assume default switching activity.
